## run.sh

```bash
#!/bin/bash
# OpenROAD 26Q1-2900-gdf79404cd8, Yosys 0.63+post, stock flow scripts
make -C /OpenROAD-flow-scripts/flow DESIGN_CONFIG=/design/flow/config.mk WORK_HOME=/design/flow/orfs finish
```

## config.mk

```make
export PLATFORM = sky130hd
export DESIGN_NAME = ADC_Interface
export DESIGN_NICKNAME = ADC_Interface
export VERILOG_FILES = /design/flow/design.v
export SDC_FILE = /design/flow/constraint.sdc
export NUM_CORES = 4
export LEC_CHECK = 1
export CORE_AREA = 10 10 83 83
export DIE_AREA = 0 0 93 93
```

## constraint.sdc

```tcl
current_design ADC_Interface

set clk_period 1.8
set clk_io_pct 0.2

create_clock -name clk0 -period $clk_period [get_ports {clk}]

set non_clock_inputs [all_inputs -no_clocks]
set_input_delay [expr $clk_period * $clk_io_pct] -clock clk0 $non_clock_inputs
set_output_delay [expr $clk_period * $clk_io_pct] -clock clk0 [all_outputs]
```

## design.v

```verilog
module ADC_Interface #(parameter SMPL_FREQ = 48_000, SPI_CLK_FREQ = 4_000_000)(
	input i_read_enable,
	input clk,
	input i_reset,			  
	input i_busy,	 	 	  
	input i_data_in, 	 	  
	output o_start_conv, 	  
	output  o_sck,     	 	  
	output  o_RDL_SDI,     
	output  o_chain,		  
	output reg [23:0] o_data_frame,  
	output reg data_ready        
	);
wire o_sck_wire;
reg spi_clock_enable, sampling_clock_enable;
reg [5:0] data_counter;
assign o_sck = o_sck_wire;
assign o_RDL_SDI = 1'b0 ;
assign o_chain = 1'b0;
clk_counter #(.F_CLK_OUT(SPI_CLK_FREQ)) spi_clock(
	.clk(clk),
	.i_rst(i_reset),
	.o_clk(o_sck_wire),
	.i_enable(spi_clock_enable)
	);
clk_counter #(.F_CLK_OUT(SMPL_FREQ)) sampling_clock(
	.clk(clk),
	.i_rst(i_reset),
	.o_clk(o_start_conv),
	.i_enable(sampling_clock_enable)
	);
   localparam IDLE = 2'b00;
   localparam READ_DATA = 2'b01;
   (* FSM_ENCODING="SEQUENTIAL", SAFE_IMPLEMENTATION="NO" *) reg [1:0] state = IDLE;
   	always@(posedge clk) begin
      if (i_reset) begin
         state <= IDLE;
      end
      else
         (* FULL_CASE, PARALLEL_CASE *) case (state)
            IDLE : begin
           	   sampling_clock_enable <= 1'b0;
           	   spi_clock_enable 	 <= 1'b0;
               data_counter 		 <= 5'b0;
               data_ready		     <= 1'b0;
               if (i_read_enable) begin
                  state <= READ_DATA;
               end
               else begin
                  state <= state;
               end
            end
            READ_DATA : begin
			         sampling_clock_enable <= 1'b1;
           	   spi_clock_enable 	 <= 1'b1;
               if (!i_read_enable) begin
                  state <= IDLE;
               end
               else begin
               	  state <= state;
               end
            end
         endcase
    end
    always @(posedge o_sck_wire) begin
    	if (!i_busy) begin
    		if (data_counter < 24) begin
    			o_data_frame[data_counter] <= i_data_in;
    			data_counter 			   <= data_counter + 1'b1;
    		end
	    	else begin
	    		data_ready 			 <= 1'b1;
	    		data_counter 		 <= 5'b0;
	    	end
    	end
    	else begin	
    		o_data_frame <= o_data_frame;
    		data_counter <= data_counter;
    	end
    end
endmodule
module clk_counter #(parameter F_CLK_OUT = 48_000,F_CLK_IN = 50_000_000) (
    input clk,         
    input i_rst,       
    input i_enable,
    output reg o_clk   
  );
  localparam MAX_COUNTER = F_CLK_IN / F_CLK_OUT;
  localparam NBITS  = $clog2(MAX_COUNTER); 
  reg [NBITS-1:0] counter;
  always @(posedge clk) begin
    if (i_rst) begin          
      o_clk <= 1'b0;
      counter <= 0;          
    end 
    else if(i_enable) begin
      if(counter == MAX_COUNTER - 1) begin          
        counter <= 0;
        o_clk <= ~o_clk;      
      end
      else begin        
        o_clk <= o_clk;
        counter <= counter + 1'b1; 
      end      
    end else begin
        counter <= 0;
        o_clk <= 0;
    end
  end
endmodule
```

==> summary.txt <==
Number of port buffers: 7
Register pins left without a clock: 1
Endpoints left unconstrained: 3
Clock power share: 37.9%
Detailed placer's ending HPWL: 1410 um
DIE HEIGHT: 93 um
Post-synthesis cell area: 1040 sq um
Flop pwr share: 58.0%
Main flop type: dfxtp_1
Clock buffer depth: 2
Instance tally after logic synthesis: 115
CTS tree: done
Final Max Slew Viols: 0
Internal: 0.603 mW
Cts bufs inserted: 3
Ys cells: 115
Chip Area: 8650 sq um
DP Worst Slack: 0.166 ns
Cell with the most instances after synthesis: buf_4
Reg2Reg Launch Point: sampling_clock.counter[0]
Worst reg2reg path depth: 5
DRT Pass-1 Iters: 4
RSZ-0062 raised after global routing: no
Vias in the first global route: 711
Fin crit share: 91.9%
Clk slew on worst S/H paths: 0.06 ns
R2r setup slk: 0.15 ns
Final Worst Setup Slack: 0.146 ns
Clock root buffer: clkbuf_8
Area leader, netlist: dfxtp_1
Max-area cell share: 34.7%
Clock latency (worst-skew pair): 0.25 ns
Hold buffers post-CTS: 0
Cell Count, Final, Fillers Out: 195
Hold Crit Class: reg -> reg
CP Max Fanout: 4
Crit path DAT: 1.84 ns
Vias/cell: 3.67
Number of max-cap violations: 0
Clk_skew: 0.000911 ns
Cts repair resizes: 0
Chip Area, Yosys: 1040 sq um
Flops after synth: 20
Peak supply drop: 228 uV
Yosys warning count: 16
Top area cell types: dfxtp_1 35%, buf_4 19%, edfxtp_1 5.8%
Pwr Density: 655 nW/um^2
# IOs: 34
Drt total wl: 1770 um
CP endpoint kind: register
Count of library flops with an enable pin: 2
Cell row count: 26
Residual DRC: 0
Initial DRC count: 22
Post-CTS setup buffers: 0
Pleak: 0.417 nW
Drt wl/cell: 9.09 um
Setup tns final: 0 ns
Comb power frac: 4.1%
Grt total ovfl: 0
Status: complete, no violations
Filler cells: 597
Routability cong.: 0.788
Flop area: 420 sq um
Critical Path Start Type: register
Unique cell type count in the Yosys netlist: 28
Start point of the critical path: sampling_clock.counter[0]
Share of layout cells above drive strength 1: 4.80%
Core area: 5140 sq um
Placed Cells incl. Taps: 191
Logic cell area: 493 sq um
Syn avg cell area: 9.03 sq um
# diodes: 0
Log Warnings: 26
Final Hold Violation Tally: 0
Crit Path Class: reg -> reg
Asr flop ratio synth: 0%
Sw Share: 19.4%
Top post-synthesis cells by count: 26 x buf_4, 18 x dfxtp_1, 9 x nor2_1, 8 x a21oi_1
Sequential share of the synthesized area: 40.5%
Final core occ: 22.2%
Final Setup Violations: 0
Worst hold margin: 0.407 ns
CP endpoint: sampling_clock.o_clk
Period minus WS final: 1.65 ns
Max Freq: 605 MHz
Switching power: 0.145 mW
Area delta synth->final: 10.0%
Crit path required time: 1.98 ns
Tot GR Track Use: 3.91%
R2r endpoint: sampling_clock.o_clk
Htree depth: 1
Initial Utilization: 20.2%
Initial antenna violation count: 0
Largest net degree at the start of global routing: 12
Via Count: 716
First-pass GRT wire length: 2900 um
Post-route ant nets: 0
Die width: 93 um
## kinds of logic after synthesis
| logic type | after synthesis | share of synthesized area, % |
|---|---|---|
| simple gates | 36 | 20.0 |
| buf+inv | 32 | 21.1 |
| flops | 20 | 40.5 |
| compound gates | 18 | 10.1 |
| xor+xnor | 4 | 3.37 |
| fa+ha+maj | 3 | 3.61 |
| other cells | 1 | 0.361 |
| mux | 1 | 0.964 |
## placed cells by master, fill, tap and decap left out, types with 4 or more instances in the layout
cell type and instances:
conb_1 26, or4_1 4, dfxtp_1 18, o21ai_0 4, nor2_1 9, clkdlybuf4s50_1 7
nand3_1 4, inv_1 5, a21oi_1 8, nand2_1 5, o31ai_1 5
## metrics by stage
| step | power [mW] | instance area [sq um] |
|---|---|---|
| floorplan | 0.497 | 1130 |
| global placement | 0.476 | 1100 |
| detailed placement | 0.476 | 1100 |
| CTS | 0.764 | 1140 |
| global route | 0.793 | 1140 |
| finish | 0.748 | 1140 |
## state kept, by name (all words and copies together), names as in the netlist
name                    cells
sampling_clock.o_clk        1
spi_clock.o_clk             1
sampling_clock_enable       1
state                       1
o_data_frame                1
sampling_clock.counter     11
spi_clock.counter           4
## power by group through the flow
| stage | Sequential (mW) | Combinational (mW) | Clock (mW) |
|---|---|---|---|
| 5_1_grt | 0.435 | 0.0380 | 0.320 |
| 4_1_cts | 0.434 | 0.0328 | 0.298 |
| 6_report | 0.434 | 0.0307 | 0.283 |
## how the worst min path moves through the flow
stage	cells past startpoint	end	slack, ns	start
6_report	0	sampling_clock_enable	0.41	state[0]
5_1_grt	0	sampling_clock_enable	0.43	state[0]
4_1_cts	0	sampling_clock_enable	0.41	state[0]
## layer usage
metal  share of wire, %  vias up  GRT usage [%]
met5                  0        -              0
met4               0.96        0          0.900
met3                5.6        2           1.45
met2                 46       23           6.54
met1                 47      326           4.68
li1                   -      365              -
## final cells by class
cell class / count / share of cell area [%]
clock buffer: 4 / 3.94
inverter: 5 / 1.64
sequential: 20 / 36.8
tap: 70 / 7.67
timing repair buffer: 8 / 6.79
multi-input combinational: 88 / 43.2
## critical path, stage by stage (launching register included)
cell     delay (ns)
dfxtp_1        0.33
inv_1          0.06
ha_1           0.12
or4b_4         0.46
or4_1          0.47
a21oi_1        0.14
Power is estimated from default activity; no workload was simulated.
